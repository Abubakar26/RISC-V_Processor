==> design.v <==
`timescale 1ns / 1ps
module counter(clk,out,reset);
input clk;
output [9:0] out;
reg [9:0] out;
initial out=9'd0;
input reset;
always @(posedge clk)
begin 
if(reset)
out=9'd0;
else
out=out+9'd4;
end
endmodule
==> run.sh <==
#!/bin/bash
# OpenROAD 26Q1-2900-gdf79404cd8, Yosys 0.63+post, stock flow scripts
make -C /OpenROAD-flow-scripts/flow DESIGN_CONFIG=/design/flow/config.mk WORK_HOME=/design/flow/orfs finish
==> config.mk <==
export PLATFORM = sky130hd
export DESIGN_NAME = counter
export DESIGN_NICKNAME = counter
export VERILOG_FILES = /design/flow/design.v
export SDC_FILE = /design/flow/constraint.sdc
export NUM_CORES = 4
export LEC_CHECK = 1
export CORE_AREA = 10 10 70 70
export DIE_AREA = 0 0 80 80
==> constraint.sdc <==
current_design counter

set clk_period 2.2
set clk_io_pct 0.2

create_clock -name clk0 -period $clk_period [get_ports {clk}]

set non_clock_inputs [all_inputs -no_clocks]
set_input_delay [expr $clk_period * $clk_io_pct] -clock clk0 $non_clock_inputs
set_output_delay [expr $clk_period * $clk_io_pct] -clock clk0 [all_outputs]
==> flow_metrics.env <==
# yosys + openroad results
export IMPL_status="complete, no violations"
export IMPL_gp_congestion=0.650
export IMPL_min_period_over_period_pct=74.1
export IMPL_slowest_stage="clkdlybuf4s50_1"
export IMPL_crit_path_max_incr_delay_ns=0.51
export IMPL_grt_util_all_layers_pct=2.39
export IMPL_drive_gt1_share_pct=8.70
export IMPL_post_cts_resized=0
export IMPL_grt_max_degree=9
export IMPL_grt_overflow=0
export IMPL_yosys_area_top_type="dfxtp_1"
export IMPL_syn_to_final_growth_pct=47.7
export IMPL_yosys_warnings=1
export IMPL_crit_arrival_ns=1.19
export IMPL_logic_area_um2=150
export IMPL_hold_violations=0
export IMPL_vias_per_cell=3.01
export IMPL_core_um2=3420
export IMPL_drc=0
export IMPL_io_pins=12
export IMPL_cp_start_kind="flop"
export IMPL_p_per_area_nw_per_um2=598
export IMPL_power_leakage_nw=0.152
export IMPL_post_route_util_pct=14.1
export IMPL_drv_cap=0
export IMPL_cts_root_buffer_cell="clkbuf_4"
export IMPL_ys_seq_share_pct=49.2
export IMPL_final_max_slew_viol_count=0
export IMPL_insertion_delay_ns=0.25
export IMPL_die_area_um2=6400
export IMPL_routed_wl_um=789
export IMPL_lay_top_count="clkdlybuf4s50_1"
export IMPL_cp_max_fo=6
export IMPL_lay_top_cells="clkdlybuf4s50_1, dfxtp_1, nor2_1"
export IMPL_dieWidth_um=80
export IMPL_hold_buffers=0
export IMPL_path_clk_slew_ns=0.06
export IMPL_synth_distinct_cells=16
export IMPL_wl_per_cell_um=8.58
export IMPL_synth_area_per_cell_um2=9.04
export IMPL_die_height_um=80
export IMPL_cts_max_level=1
export IMPL_cts_sinks=8
export IMPL_cpLargestDelayFamily="buffers and inverters"
export IMPL_synth_top_area_share_pct=49.2
export IMPL_worst_setup_path_end_kind="output pin"
export IMPL_ys_cells=36
export IMPL_drt_pass1_iter_count=4
export IMPL_seq_area_um2=160
export IMPL_largest_reg_flops=8
export IMPL_ys_ff=8
export IMPL_ys_chip_area_um2=325
export IMPL_area_leaders="dfxtp_1, or3_1, xor2_1, a21oi_1, o21ai_0"
export IMPL_syn_area_um2=325
export IMPL_tritoncts="done"
export IMPL_diodes=0
export IMPL_drtIter0Drc=18
export IMPL_ant_nets=0
export IMPL_cts_made_buffers=3
export IMPL_first_global_vias=253
export IMPL_skew_ns=0.00375
export IMPL_period_needed_ns=1.63
export IMPL_synthCells=36
export IMPL_cts_setup_buffers=0
export IMPL_n_fill_cell=398
export IMPL_fmax_ghz=0.614
export IMPL_clock_path_buffers=2
export IMPL_crit_chain="clkdlybuf4s50_1"
export IMPL_fp_utilization_pct=9.52
export IMPL_num_vias=277
export IMPL_grt_first_pass_wirelength_mm=1.19
export IMPL_finalSetupTns_ns=0
export IMPL_tool_warnings=25
export IMPL_worst_path_buf_inv=1
export IMPL_antenna_found_initial=0
export IMPL_irDropWorstVdd_mv=0.124
export IMPL_setup_viol=0
export IMPL_hold_path_class="flop to flop"
export IMPL_numPortBuffers=9
export IMPL_rows=21
export IMPL_rsz0062_at_grt="no"
export IMPL_crit_required_ns=1.76
export IMPL_worst_setup_path_type="flop to output pin"
## synth_stat cells
cell type	n
or3_1	3
xnor2_1	1
nand3_2	1
o21ai_0	3
nor2b_1	1
xor2_1	2
ha_1	1
dfxtp_1	8
conb_1	1
nand4_1	1
a21oi_1	3
buf_4	2
nor2_1	4
nand2_1	2
clkbuf_1	1
nand3_1	2
## worst register-to-register path, stage by stage, from the launching register on
cell     delay (ns)
dfxtp_1        0.39
ha_1           0.23
nand2_1        0.08
or3_1          0.34
a21oi_1        0.13
## power breakdown
group / total (mW) / switching, mW / internal [mW]
logic: 0.0200 / 0.00683 / 0.0132
clock network: 0.112 / 0.0498 / 0.0624
registers: 0.155 / 0.00542 / 0.150
total: 0.287 / 0.0621 / 0.225
## metal layers
layer  vias up  share of wire [%]  GRT usage (%)
met5         -                  0              0
met4         0                  0              0
met3         0                 19           2.73
met2        11                 39           3.45
met1       127                 42           2.41
li1        139                  -              -
## stage by stage
stage | area [um^2] | instances | hold slack (ns) | total power, mW | setup slack (ns)
2_1_floorplan | 329 | 37 | 0.429 | 0.167 | 1.07
3_3_place_gp | 458 | 89 | 0.457 | 0.178 | 0.839
3_5_place_dp | 458 | 89 | 0.481 | 0.179 | 0.829
4_1_cts | 480 | 92 | 0.493 | 0.291 | 0.558
5_1_grt | 480 | 92 | 0.518 | 0.306 | 0.497
6_report | 480 | 92 | 0.490 | 0.287 | 0.571
## final timing paths
path | start | end | slack, ns | depth (start not counted)
min reg2reg | out[2] | out[2] | 0.49 | 1
max reg2reg | out[2] | out[8] | 0.97 | 4
min | out[2] | out[2] | 0.49 | 1
max | out[5] | out[5] | 0.57 | 1
## cells by family (layout without fill, tap and decap cells)
| logic type | Yosys count | in the layout | share of synthesized area [%] |
|---|---|---|---|
| XOR/XNOR | 3 | 3 | 8.08 |
| other | 1 | 2 | 1.15 |
| adder cells (fa/ha/maj) | 1 | 1 | 3.85 |
| flip-flops | 8 | 8 | 49.2 |
| AND/OR/NAND/NOR | 14 | 14 | 22.7 |
| buffers and inverters | 3 | 12 | 5.77 |
| AND-OR/OR-AND | 6 | 6 | 9.23 |
## layout make-up
class	count	share of cell area, %
Sequential cell	8	33.3
Multi-Input combinational cell	26	31.2
Timing Repair Buffer	9	18.7
Tap cell	46	12.0
Clock buffer	3	4.69
Power and IR drop assume default switching activity.
