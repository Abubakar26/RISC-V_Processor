==> ./design.v <==
`timescale 1ns / 1ps
module ALU(datain,datain2,clk,out,opcode);
input [ 31:0 ] datain;
input [ 31:0 ] datain2;
input [6:0] opcode;
input clk;
output reg [31:0] out;
always @(posedge clk)
case(opcode)
12'd0:out<=datain+datain2;  
12'd2:out<=datain*datain2;  
12'd3:out<=datain+datain2;  
12'd4:out<=datain+datain2;  
12'd4:out<=datain|datain2;
default out<=datain+datain2;
endcase
endmodule
==> ./run.sh <==
#!/bin/bash
# OpenROAD 26Q1-2900-gdf79404cd8, Yosys 0.63+post, stock flow scripts
make -C /OpenROAD-flow-scripts/flow DESIGN_CONFIG=/design/flow/config.mk WORK_HOME=/design/flow/orfs finish
==> ./config.mk <==
export PLATFORM = sky130hd
export DESIGN_NAME = ALU
export DESIGN_NICKNAME = ALU
export VERILOG_FILES = /design/flow/design.v
export SDC_FILE = /design/flow/constraint.sdc
export NUM_CORES = 4
export LEC_CHECK = 1
export CORE_UTILIZATION = 50
==> ./constraint.sdc <==
current_design ALU

set clk_period 20.7
set clk_io_pct 0.2

create_clock -name clk0 -period $clk_period [get_ports {clk}]

set non_clock_inputs [all_inputs -no_clocks]
set_input_delay [expr $clk_period * $clk_io_pct] -clock clk0 $non_clock_inputs
set_output_delay [expr $clk_period * $clk_io_pct] -clock clk0 [all_outputs]
==> impl_metrics.json <==
{
  "hold_class": "in2reg",
  "first_pass_iters": 5,
  "slowest_delay_ns": 0.59,
  "postSynthAreaPerCell_um2": 8.96,
  "final_cell_mix": "409 x fa_1, 391 x inv_1, 303 x and2_1, 257 x nand2_1, 154 x ha_1",
  "cts_made_buffers": 5,
  "ys_seq_frac": 0.0356,
  "yosysCellCount": 2010,
  "rsz0062_at_grt": "no",
  "area_delta_synth_final_pct": 9.79,
  "fmax_mhz": 88.5,
  "place_hpwl_um": 39300,
  "fin_area_um2": 19800,
  "required_ns": 20.88,
  "whs_path_depth": 4,
  "drive_gt1_frac": 0.0313,
  "ys_warn_count": 1,
  "routed-wl-met3_um": 5820,
  "cts_buffer_depth": 2,
  "outcome": "complete, no violations",
  "ctsHoldBuffers": 0,
  "drt-met1-wl_um": 21900,
  "clockRootBuffer": "clkbuf_16",
  "critPathSlowestCell": "fa_1",
  "flop_cell": "dfxtp_1",
  "worstSetupPathType": "in2reg",
  "lay_top_count": "fa_1",
  "cp.arrival_ns": 11.48,
  "die_height_um": 192,
  "synthCells": 2010,
  "top_layer": "met5",
  "hold_path_startpoint": "datain[31]",
  "insertedDiodeCount": 0,
  "warning_count": 25,
  "synth.distinct_cells": 61,
  "tns_ns": 0,
  "edf_count": 0,
  "clk_pin_slew_worst_paths_ns": 0.06,
  "place_inst": 2528,
  "comb_area_um2": 15600,
  "wl_per_cell_um": 20.3,
  "worstMarginPinSlew_ns": 0.729,
  "grt_overflow": 0,
  "drcViolationCount": 0,
  "viasPerCell": 5.36,
  "grt_pass1_wl_um": 81900,
  "fp-row-count": 69,
  "worst_setup_path_start_kind": "input port",
  "cap_violations": 0,
  "async_flop_share": 0,
  "finalNonFillerCells": 2536,
  "die_w_um": 192,
  "cpMostUsedCell": "fa_1",
  "largest_register_ffs": 32,
  "fp.coreArea_um2": 35500,
  "regMostFlops": "out",
  "slew_headroom": 0.510,
  "crit_fanout": 22,
  "ys_area_um2": 18000,
  "slew_viol_final": 0,
  "grt_pass1_vias": 14400,
  "antenna_found_initial": 0,
  "hold_viol": 0,
  "hold_end": "out[31]",
  "gp_congestion": 0.939,
  "ios": 104,
  "cts-resized-gates": 0,
  "cts-htree-levels": 2,
  "drt-initial-drc-count": 622,
  "end_kind": "register",
  "final_antenna_net_count": 0,
  "fp_util": 0.507,
  "ys_seq_elements": 32,
  "synth_area_um2": 18000,
  "met2_wirelength_um": 22900,
  "tritoncts": "built",
  "vias": 13600,
  "fillers": 3218,
  "post-route-period-util": 0.546,
  "post_cts_buffers": 0,
  "portBuffers": 103,
  "seqCellArea_um2": 641,
  "postPlaceCellArea_um2": 19600,
  "min_period_ns": 11.30,
  "critical_path.cell_chain": "clkdlybuf4s50_1 > buf_4 > ha_1 > inv_1 > fa_1 > inv_1 > fa_1 > fa_1 > inv_1 > fa_1 > inv_1 > fa_1 > fa_1 > fa_1 > fa_1 > ha_1 > and3_1 > nand2_1 > nor3_1 > a21o_1 > nand2_1 > a221o_1 > xnor2_1 > mux2_4",
  "largest_registers": "out x32",
  "grt_start_max_net_pins": 58,
  "chip_area_um2": 36800,
  "wl_um": 51400,
  "setup_viol_count_final": 0,
  "grtUsageTotal": 0.324,
  "clock-sinks": 32
}
==> area by class of cell <==
type / count / area share
tap: 461 / 0.0292
clock inverter: 3 / 0.00215
timing repair buffer: 145 / 0.0681
inverter: 391 / 0.0742
sequential: 32 / 0.0324
multi-input combinational: 1499 / 0.788
clock buffer: 5 / 0.00633
==> metrics by stage <==
step                      worst slack [ns]  hold WS [ns]   util
after global routing                  9.18          4.79  0.557
after detailed placement              9.16          4.79  0.552
after floorplan                      10.14          4.35      -
final                                 9.40          4.75  0.557
after global placement                9.19          4.80  0.552
after CTS                             9.44          4.74  0.557
==> synth_stat cells, drive strengths merged, types with 2 or more instances <==
| cell type | number | share of area |
|---|---|---|
| nand3 | 16 | 0.0044 |
| a31oi | 2 | 0.00069 |
| clkbuf | 84 | 0.018 |
| a211oi | 4 | 0.0019 |
| nor4 | 3 | 0.0014 |
| o21bai | 7 | 0.0029 |
| nand2 | 257 | 0.054 |
| ha | 154 | 0.11 |
| xnor2 | 80 | 0.039 |
| or3 | 3 | 0.0013 |
| a21oi | 58 | 0.016 |
| o21a | 7 | 0.0029 |
| o211ai | 9 | 0.0038 |
| inv | 391 | 0.082 |
| xor2 | 30 | 0.015 |
| o31ai | 4 | 0.0019 |
| and2 | 303 | 0.11 |
| o41ai | 2 | 0.0014 |
| nor2b | 6 | 0.0021 |
| nor3 | 10 | 0.0031 |
| mux2i | 5 | 0.0028 |
| o31a | 2 | 0.00097 |
| a21o | 22 | 0.0092 |
| o21ai | 41 | 0.011 |
| nand2b | 4 | 0.0014 |
| o311ai | 2 | 0.0014 |
| fa | 409 | 0.45 |
| nor2 | 37 | 0.0079 |
| a311oi | 2 | 0.00097 |
| mux2 | 2 | 0.0015 |
| dfxtp | 32 | 0.036 |
| buf | 4 | 0.00097 |
| and3 | 2 | 0.00069 |
| a221o | 2 | 0.0011 |
==> worst max-delay path: cells and delay by family <==
kind / cells / cell delay [ns]
fa+ha+maj: 10 / 4.52
simple gates: 4 / 0.70
mux: 1 / 0.26
buf+inv: 6 / 1.15
compound gates: 2 / 0.54
xor+xnor: 1 / 0.13
==> worst max-delay path by stage <==
stage,from,endpoint,depth (start not counted)
finish,datain2[10],out[30],24
global route,datain2[10],out[30],24
CTS,datain[11],out[30],22
==> routing by layer <==
layer	track usage	vias up
li1	-	6135
met1	0.508	6771
met2	0.469	632
met3	0.125	42
met4	0.0379	2
met5	0.0124	-
==> logic make-up (layout without fill, tap and decap cells) <==
logic type      count (synthesis)  count (layout)  synth area share
xor+xnor                      110             110            0.0535
compound gates                173             173            0.0617
buf+inv                       479             544             0.100
mux                             7               7           0.00424
flops                          32              32            0.0356
fa+ha+maj                     563             563             0.562
simple gates                  646             646             0.183
