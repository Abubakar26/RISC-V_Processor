**design/flow/constraint.sdc**
```tcl
current_design counterrr

set clk_period 6.1
set clk_io_pct 0.2

create_clock -name clk0 -period $clk_period [get_ports {clk}]

set non_clock_inputs [all_inputs -no_clocks]
set_input_delay [expr $clk_period * $clk_io_pct] -clock clk0 $non_clock_inputs
set_output_delay [expr $clk_period * $clk_io_pct] -clock clk0 [all_outputs]
```
**design/flow/run.sh**
```bash
#!/bin/bash
# OpenROAD 26Q1-2900-gdf79404cd8, Yosys 0.63+post, stock flow scripts
make -C /OpenROAD-flow-scripts/flow DESIGN_CONFIG=/design/flow/config.mk WORK_HOME=/design/flow/orfs finish
```
**design/flow/design.v**
```verilog
`timescale 1ns / 1ps
module counterrr(clk,out,reset    );
input clk;
output reg [31:0] out;
input reset;
always @(posedge clk)
begin 
if(reset)
out=32'd0;
else
out<=out+32'd4;
end
endmodule
```
**design/flow/config.mk**
```make
export PLATFORM = sky130hd
export DESIGN_NAME = counterrr
export DESIGN_NICKNAME = counterrr
export VERILOG_FILES = /design/flow/design.v
export SDC_FILE = /design/flow/constraint.sdc
export NUM_CORES = 4
export LEC_CHECK = 1
export CORE_AREA = 10 10 113 113
export DIE_AREA = 0 0 123 123
```
==> out/summary.txt <==
Outcome -> finished clean
Largest net degree at the start of global routing -> 32
Pwr dens -> 189 nW/um2
Total power -> 0.373 mW
Initial drt markers -> 49
Init Core Util -> 0.141
Critical Path Max Stage Delay -> 0.57 ns
Final TNS setup -> 0 ns
H-tree levels -> 2
Clock skew -> 0.00543 ns
Num rows -> 37
Hold Crit Class -> reg -> reg
CP cell instances -> clkdlybuf4s50_1
DR vias -> 1327
Fillers -> 1126
Synth Seq Share -> 0.413
Mapped cell area -> 1450 um2
Die ar. -> 15100 um2
Hpwl dp -> 2.96 mm
Placeable Area -> 10300 um2
Top area contributor share -> 0.413
Layout cells sized above 1 -> 0.0503
Slew Limit Fails -> 0
RSZ-0062 raised after global routing -> no
Biggest register -> out
CTS sink cnt -> 30
CTS root buf -> clkbuf_8
Arr. time, crit path -> 1.41 ns
Global-route wire length before repair -> 6.67 mm
Buffers on Ports -> 31
Clock Pin Slew Worst Setup and Hold Paths -> 0.06 ns
Final setup viols -> 0
Vias in the first global route -> 1276
DRC violations left -> 0
Synth area leader -> dfxtp_1
CTS tree -> yes
GRT Overall Usage -> 0.0546
Synthesis area per yosys -> 1450 um2
Post-CTS Setup Bufs -> 0
Cells after synthesis -> 169
WP data required -> 4.88 ns
Yosys warns -> 1
Die extent in x -> 123 um
MI comb area -> 782 um2
I/O pins -> 34
Worst VDD drop -> 62.0 uV
Final worst-path cycle share -> 0.432
DR WL/cell -> 12.1 um
CP max FO -> 10
FF/Latch Area -> 601 um2
Final estimated routing congestion in global placement -> 0.773
Minimum clock period -> 2.63 ns
Flops out of synthesis -> 30
Die Y -> 123 um
P&R area growth vs syn -> 35.7%
Worst setup SP type -> register
Cell Type Count -> 30
Max FFs per register -> 30
Crit path max-delay cell type -> dfxtp_1
Max Freq -> 380 MHz
Max Cap Violations -> 0
CTS-repair resized insts -> 0
Post-synth ARST share -> 0
Post-DR vias/cell -> 3.96
Antenna cells -> 0
Log Warnings -> 25
Final Hold Fails -> 0
Initial antenna violation count -> 0
Synth area leaders -> dfxtp_1 41%, and4_1 5.4%, xor2_1 5.4%
Clock latency (worst-skew pair) -> 0.28 ns
Remaining Overflow, GRT -> 0
CTS Buf Count -> 5
EDFF count, synth -> 0
Synth Area per Inst -> 8.60 um2
Setup CP Type -> reg -> out
Biggest regs -> out: 30 flops
Leak -> 0.614 nW
Dominant synthesized flop cell -> dfxtp_1
Crit path max-delay family -> flip-flops
Hold buffers post-CTS -> 0
Clk buf depth -> 2
Worst path bufs/invs -> 1
Detailed-router iteration count before antenna repair -> 4
Ys cells -> 169
Final wirelength -> 4.04 mm
Remaining antenna violation count after routing -> 0
Crit path capture type -> primary output
[per-stage QoR]
stage | std cells | hold slack [ns] | area (um2) | utilization | worst slack, ns
after floorplan | 170 | 0.426 | 1460 | - | 4.15
after global routing | 335 | 0.512 | 1970 | 0.191 | 3.39
after detailed placement | 327 | 0.470 | 1880 | 0.182 | 3.63
final | 335 | 0.487 | 1970 | 0.191 | 3.47
after CTS | 335 | 0.491 | 1970 | 0.191 | 3.45
after global placement | 327 | 0.461 | 1880 | 0.182 | 3.63
[cells by family (layout without fill, tap and decap cells)]
logic type,Yosys count,in the layout,share of synthesized area
and+or+nand+nor,80,80,0.327
AOI/OAI and AO/OA,30,30,0.117
DFF,30,30,0.413
buffers and inverters,14,43,0.0516
xor gates and xnor gates,12,12,0.0723
adders and majority gates,1,1,0.00860
other,1,2,0.00258
muxes,1,1,0.00774
[worst paths after layout]
check	depth (start not counted)	from	slack, ns	to
hold reg to reg	1	out[2]	0.49	out[2]
hold / removal	1	out[2]	0.49	out[2]
setup / recovery	1	out[6]	3.47	out[6]
setup reg to reg	5	out[2]	4.10	out[26]
[per-layer routing]
layer / vias up / GRT usage / routed length [um]
met5: - / 0 / 0
met4: 0 / 0.00873 / 56
met3: 6 / 0.0171 / 232
met2: 27 / 0.0877 / 1830
met1: 610 / 0.0723 / 1920
li1: 684 / - / -
[placed cells by master (no fill, tap or decap), drive strengths merged, types with 2 or more instances in the layout]
cell type | netlist | final
o31ai | 5 | 5
nand2 | 8 | 8
or3 | 9 | 9
and4 | 9 | 9
clkbuf | 3 | 7
xor2 | 9 | 9
or4 | 5 | 5
nor2 | 14 | 14
nand4 | 11 | 11
and2 | 3 | 3
clkdlybuf4s50 | 0 | 31
conb | 1 | 2
and3 | 3 | 3
nor2b | 2 | 2
inv | 3 | 3
dfxtp | 30 | 30
nor3 | 3 | 3
o21ai | 9 | 9
nand3 | 12 | 12
xnor2 | 3 | 3
a21oi | 14 | 14
[synth_stat cells, types with 2 or more instances]
cell       n
nor2_1    14
buf_4      5
or4_1      5
nand3_1   11
or3_1      9
clkbuf_1   3
nand4_1   10
inv_1      3
and2_1     3
o31ai_1    5
a21oi_1   14
dfxtp_1   30
xor2_1     9
and3_1     3
o21ai_0    6
o21ai_1    3
nand2_1    8
buf_2      3
nor2b_1    2
nor3_1     3
and4_1     9
xnor2_1    3
[final cells by class]
class | count | area share
clock inverters | 1 | 0.00254
flip-flops and latches | 30 | 0.304
clock buffers | 7 | 0.0438
inverters | 3 | 0.00571
well taps | 136 | 0.0862
multi-input cells | 126 | 0.396
repair buffers | 32 | 0.161
[power breakdown]
group	total, mW	internal, mW	switching (mW)
registers	0.200	0.198	0.00233
clock network	0.163	0.0908	0.0724
logic	0.00979	0.00524	0.00456
total	0.373	0.294	0.0793
Power and IR drop assume default switching activity.
